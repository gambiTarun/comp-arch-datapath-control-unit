$ cat config.mk
export PLATFORM = sky130hd
export DESIGN_NAME = ALU
export DESIGN_NICKNAME = ALU
export VERILOG_FILES = /design/flow/design.v
export SDC_FILE = /design/flow/constraint.sdc
export NUM_CORES = 4
export LEC_CHECK = 1
export CORE_UTILIZATION = 40
$ cat constraint.sdc
current_design ALU

set clk_period 33.4
set clk_io_pct 0.2

create_clock -name clk0 -period $clk_period

set non_clock_inputs [all_inputs -no_clocks]
set_input_delay [expr $clk_period * $clk_io_pct] -clock clk0 $non_clock_inputs
set_output_delay [expr $clk_period * $clk_io_pct] -clock clk0 [all_outputs]
$ cat design.v
`timescale 1ns / 1ps
module ALU(
    input [31:0] A,
    input [31:0] B,
    input [2:0] ALU_control,
    output reg [31:0] ALU_result,
    output reg Zero
    );
always@(*)
begin
		case(ALU_control)
		4'b000:
			ALU_result = A+B;
		4'b001:
			ALU_result = A-B;
		4'b010:
			ALU_result = A&B;
		4'b011:
			ALU_result = A|B;
		4'b100:
			ALU_result = A<<B;
		4'b101:
			ALU_result = A>>B;
		endcase
if(ALU_result==0)
begin
	Zero = 1'b1;
end
else
begin
	Zero = 1'b0;
end
end
endmodule
$ cat run.sh
#!/bin/bash
# OpenROAD 26Q1-2900-gdf79404cd8, Yosys 0.63+post, stock flow scripts
make -C /OpenROAD-flow-scripts/flow DESIGN_CONFIG=/design/flow/config.mk WORK_HOME=/design/flow/orfs finish
==> out/summary.log <==
[floorplan] die outline area 19820 sq um
[sta] crit share post-route 0.5754
[drt] Pre-antenna DRT Iters 6
[synth] top cells by area, synth sky130_fd_sc_hd__mux4_2 12%, sky130_fd_sc_hd__mux2i_1 6.6%, sky130_fd_sc_hd__dlxtn_1 6.2%
[drt] final antenna diode count 0
[placement] placer congestion estimate 1.103
[floorplan] effective utilization at floorplan 0.4105
[drt] Starting DRT DRC Count 978
[synth] Cell Type Count 84
[global_routing] met3 Usage GRT 0.07059
[synth] area share of the leading cell type in the synthesized netlist 0.1198
[sta] final number of max-transition violations 0
[layout] max FFs per register 32
[synth] Synthesis Warnings 1
[sta] achievable frequency 52.04 MHz
[run] tally of OpenROAD warnings 34
[floorplan] count of pins on the block boundary 100
[synth] combined area of all synthesized cells 7705 sq um
[global_routing] most used routing layer met2
[layout] area added between synthesis and finish 13.22%
[setup_path] Arrival @ worst endpoint 12.54 ns
[synth] post-synth top area cell sky130_fd_sc_hd__mux4_2
[global_routing] initial antenna violation count 0
[global_routing] largest net degree at the start of global routing 55
[setup_path] Worst Setup Path Type primary input to output pin
[setup_path] startpoint class of the critical path primary input
[power] pwr dens 20.07 nW/um^2
[synth] average size of a mapped cell 7.473 sq um
[placement] count of buffers inserted at the top-level ports 100
[sta] number of register pins that no clock reaches 32
[sta] Final Hold Violation Tally 0
[sta] worst slew slack as a fraction of its limit 0.3834
[drt] total wire length 36650 microns
[synth] Async SR Flop Fraction 0
[synth] biggest combinational cell group after synthesis AND-OR/OR-AND gates
[power] Leakage Power 3.280 nW
[synth] area figure in the yosys stat output 7705 sq um
[power] IR drop worst, VDD 14.83 uV
[layout] Util after Layout 0.4648
[drt] wire length per cell 28.13 microns
[global_routing] GR Util All Layers 0.3823
[synth] share of synthesized cell area in and-or and or-and compound cells 0.2790
[global_routing] via count of the first global-routing pass 8226
[cts] count of buffers added by post-CTS timing repair for setup 0
[cts] cells resized by post-CTS repair 0
[setup_path] nature of the critical path endpoint output pin
[synth] Synth Register Bits 32
[drt] number of design rule violations left after detail routing 0
[synth] multiplexer share of the synthesized area 0.2280
[synth] Synth top cells by count 116 x sky130_fd_sc_hd__nand2_1, 82 x sky130_fd_sc_hd__a21oi_1, 77 x sky130_fd_sc_hd__nor2_1
[floorplan] Std-Cell Rows 50
[floorplan] Die Width 140.8 microns
[sta] setup repair after global routing missed its margin false
[layout] final standard cell count with taps included and fillers excluded 1303
[setup_path] data required time of the worst path 26.72 ns
[synth] top_reg_cell synth sky130_fd_sc_hd__dlxtn_1
[sta] post-route minimum period 19.22 ns
[sta] Setup TNS 0 ns
[synth] post-synthesis share of cell area spent on and, or, nand and nor gates 0.2299
[synth] share of synthesized cell area in full adder, half adder and majority cells 0.08639
[drt] post-detailed-route via-to-cell ratio 6.888
[global_routing] met1 Usage GRT 0.5394
[placement] Post-Place Cells 1303
[sta] Worst Max-Slew Pin Slew 0.9229 ns
[sta] number of unconstrained endpoints 64
[drt] number of nets still failing antenna checks after routing 0
[floorplan] vertical die dimension 140.8 microns
[placement] DP HPWL 29410 microns
[synth] cell count after synthesis 1031
[power] Total Power 0.1751 mW
[floorplan] standard cell core area 18770 sq um
[sta] setup violators final 0
[synth] most frequently used cell type in the post-synthesis netlist sky130_fd_sc_hd__nand2_1
[global_routing] met2 Track Usage GR 0.6033
[drt] total number of vias 8975
[synth] Synth Area in XOR/XNOR 0.05115
[layout] proportion of layout cells with a drive suffix above 1 0.09074
[setup_path] largest fanout on the critical path 47
[synth] total cells reported by yosys after synthesis 1031
[run] number of violations of the max-capacitance limit 0
[cts] post-cts hold buffer count 0
[synth] number of synthesized flops with an enable pin 0
[worst_hold_path] kind of path behind the tightest hold check primary input to output pin
[global_routing] first-pass GRT wire length 54420 microns
[global_routing] GRT overflow 0
[outcome] result of the run finished clean
critical path, cell delays in order:
cell and delay [ns]:
sky130_fd_sc_hd__clkdlybuf4s50_1 0.39, sky130_fd_sc_hd__buf_4 0.30, sky130_fd_sc_hd__nor2_1 0.21, sky130_fd_sc_hd__buf_4 0.25, sky130_fd_sc_hd__nand3_1 0.17, sky130_fd_sc_hd__nor2_1 0.27, sky130_fd_sc_hd__nand2_1 0.15, sky130_fd_sc_hd__or3_1 0.40
sky130_fd_sc_hd__o41ai_1 0.48, sky130_fd_sc_hd__xor2_1 0.17, sky130_fd_sc_hd__ha_1 0.39, sky130_fd_sc_hd__nand2_1 0.14, sky130_fd_sc_hd__or3_1 0.19, sky130_fd_sc_hd__nor2b_1 0.06, sky130_fd_sc_hd__o21ai_0 0.38, sky130_fd_sc_hd__o311a_1 0.28
sky130_fd_sc_hd__nand4_1 0.12, sky130_fd_sc_hd__or3b_1 0.38, sky130_fd_sc_hd__nor4_1 0.30, sky130_fd_sc_hd__nand4b_1 0.17, sky130_fd_sc_hd__nor4_2 0.15, sky130_fd_sc_hd__clkdlybuf4s50_1 0.49
cells in the final DEF, fill, tap and decap left out, types with 11 or more instances in the layout:
cell / synthesis / layout
sky130_fd_sc_hd__a211oi_1: 22 / 22
sky130_fd_sc_hd__a21o_1: 13 / 13
sky130_fd_sc_hd__a21oi_1: 82 / 82
sky130_fd_sc_hd__a31oi_1: 19 / 19
sky130_fd_sc_hd__and2_1: 11 / 11
sky130_fd_sc_hd__and3_1: 11 / 11
sky130_fd_sc_hd__buf_4: 4 / 17
sky130_fd_sc_hd__clkdlybuf4s50_1: 0 / 97
sky130_fd_sc_hd__dlxtn_1: 32 / 32
sky130_fd_sc_hd__ha_1: 34 / 34
sky130_fd_sc_hd__inv_1: 22 / 22
sky130_fd_sc_hd__maj3_1: 22 / 22
sky130_fd_sc_hd__mux2_2: 16 / 16
sky130_fd_sc_hd__mux2i_1: 51 / 51
sky130_fd_sc_hd__mux4_2: 41 / 41
sky130_fd_sc_hd__nand2_1: 116 / 116
sky130_fd_sc_hd__nand3_1: 24 / 24
sky130_fd_sc_hd__nand4_1: 11 / 11
sky130_fd_sc_hd__nor2_1: 77 / 77
sky130_fd_sc_hd__nor3_1: 22 / 22
sky130_fd_sc_hd__nor4_1: 11 / 11
sky130_fd_sc_hd__o21ai_0: 74 / 74
sky130_fd_sc_hd__o22ai_1: 12 / 12
sky130_fd_sc_hd__o31ai_1: 11 / 11
sky130_fd_sc_hd__xnor2_1: 20 / 20
sky130_fd_sc_hd__xor2_1: 25 / 24
path summary, 6_finish.rpt:
check | from | endpoint | slack [ns] | depth (start not counted)
worst min-delay path | B[2] | Zero | 14.72 | 9
worst max-delay path | B[3] | Zero | 14.18 | 22
through the flow:
stage	instance area, sq um	hold WS (ns)	worst slack [ns]
floorplan	7705	13.68	15.81
global route	8723	14.80	13.64
detailed placement	8723	14.73	14.22
CTS	8723	14.73	14.20
global placement	8723	14.72	14.15
finish	8723	14.72	14.18
area by class of cell:
type	instances	area [sq um]
timing repair buffer	116	1109
tap	234	292.8
inverter	24	90.09
multi-input combinational	897	6751
fill	1963	10040
sequential	32	480.5
kinds of logic after synthesis:
group	count (synthesis)
AOI/OAI and AO/OA	330
and+or+nand+nor	351
xor gates and xnor gates	45
latches	32
adders and majority gates	57
buffers and inverters	102
muxes	114
layer usage:
layer	vias up	share of wire
met2	549	0.45
met1	4259	0.42
met5	-	0.0013
li1	4080	-
met3	85	0.088
met4	2	0.037
report_power, final:
part	switching (mW)	internal [mW]	total [mW]
registers	0.000502	0.00515	0.00565
logic	0.105	0.0646	0.169
clock network	0	0	0
Power and IR drop assume default switching activity.
