--- flow/design.v ---
`timescale 1ns / 1ps
module RegisterFile(
    input [4:0] ReadRegNum1,
    input [4:0] ReadRegNum2,
    input [4:0] WriteRegNum,
    input [31:0] WriteData,
    output [31:0] ReadData1,
    output [31:0] ReadData2,
    input RegWrite,
    input clk,
    input Reset
    );
reg [31:0] reg_mem [31:0];
assign ReadData1 = reg_mem[ReadRegNum1];
assign ReadData2 = reg_mem[ReadRegNum2];
always@(posedge clk, negedge Reset)
begin
	if(Reset == 0)begin
		reg_mem[0]= 0;
		reg_mem[1]= 20;
		reg_mem[2]= 40;
		reg_mem[3]= 10;
		reg_mem[4]= 10;
		reg_mem[5]= 15;
		reg_mem[6]= 50;
		reg_mem[7]= 5;
		reg_mem[8]= 20;
		reg_mem[9]= 30;
		reg_mem[10]= 0;
		reg_mem[11]= 30;
		reg_mem[12]= 10;
		reg_mem[13]= 15;
	end
	else if(RegWrite == 1)begin
		reg_mem[WriteRegNum] = WriteData;
	end
end
endmodule
--- flow/run.sh ---
#!/bin/bash
# OpenROAD 26Q1-2900-gdf79404cd8, Yosys 0.63+post, stock flow scripts
make -C /OpenROAD-flow-scripts/flow DESIGN_CONFIG=/design/flow/config.mk WORK_HOME=/design/flow/orfs finish
--- flow/config.mk ---
export PLATFORM = sky130hd
export DESIGN_NAME = RegisterFile
export DESIGN_NICKNAME = RegisterFile
export VERILOG_FILES = /design/flow/design.v
export SDC_FILE = /design/flow/constraint.sdc
export NUM_CORES = 4
export LEC_CHECK = 1
export CORE_UTILIZATION = 30
--- flow/constraint.sdc ---
current_design RegisterFile

set clk_period 20.7
set clk_io_pct 0.2

create_clock -name clk0 -period $clk_period [get_ports {clk}]

set non_clock_inputs [all_inputs -no_clocks]
set_input_delay [expr $clk_period * $clk_io_pct] -clock clk0 $non_clock_inputs
set_output_delay [expr $clk_period * $clk_io_pct] -clock clk0 [all_outputs]
==> changes_impl.md <==
### Changed

* Area leader, netlist: edfxtp_1
* Ys async rst share at 43.75%
* Synthesized area per cell at 12.78 µm²
* WL/cell at 43.23 µm
* Crit-path cells: buf_4, buf_4, buf_4, nand3b_1, nor2_4, buf_4, a22oi_1, nand4_1, a2111oi_0, a21oi_1, clkdlybuf4s50_1
* Peak supply drop at 0.08417 mV
* Slowest CP cell: nor2_4
* Hold Vio Cnt, Final at 0
* Total track usage at 33.39%
* Pre-antenna DRT Iters at 10
* Num CTS Buffers at 110
* CTS Hold Bufs at 0
* Worst-path fanout max at 40
* Mux frac, synth at 12.08%
* Top-area cell type share of the netlist area at 36.31%
* HP Class: reg -> reg
* Worst-Margin Slew at 1.280 ns
* RSZ-0062 raised after global routing: false
* Die area at 160400 µm²
* Ys flops at 1024
* Fraction of layout cells with a size suffix above 1 at 25.27%
* RD Place Congestion at 1.082
* Cell Type Count at 68
* First-pass GRT wire length at 348700 µm
* Placed inst area at 52070 µm²
* Slew margin rel. at 12.46%
* Root Driver: clkbuf_16
* DP Wirelength at 161000 µm
* CP startpoint kind: primary input
* Max Fclk at 0.07663 GHz
* Sequential-to-total area share from yosys stat at 59.93%
* Fin crit period at 13.05 ns
* Yosys stat area at 47630 µm²
* Core Box Area at 156900 µm²
* Slowest cell delay on critical path at 0.82 ns
* Cells after Synth at 3728
* Fp_density at 30.35%
* Most frequent CP cell: buf_4
* Mapped cell area at 47630 µm²
* TritonCTS clock tree: built
* Vias per cell at 6.775
* FA/HA/MAJ Cells, Area Fraction at 0%
* Initial antenna violation count at 11
* Slew Limit Fails at 0
* Aoi share at 16.63%
* Final wirelength at 261000 µm
* Final setup violation count at 0
* CP Data Required Time at 16.56 ns
* I/O Buffers at 113
* Die height at 400.5 µm
* TNS Setup at 0 ns
* Post-synth area hogs: edfxtp_1 (36%), dfrtp_1 (22%), a22oi_1 (12%)
* Yosys xor share at 0%
* Chip Width at 400.5 µm
* Max-cap violations at 0
* Largest net degree at the start of global routing at 82
* Leakage at 0.02060 µW
* Worst EP arrival at 8.91 ns
* Io pins at 114
* Crit. End Element: output pin
* Vias in the first global route at 41010
* WS Path Type: in -> out
* Worst Skew at 0 ns
* H-tree Lvls at 3
* Initial DRC Count at 5557
* Clock-pin slew on the worst setup and hold paths at 0.06 ns
* Design Area, Final at 55790 µm²
* Number of fill cells in the layout at 14950
* Overflow left after global routing at 0
* Dominant register cell: edfxtp_1
* Max Buffers Root-to-Sink at 3
* OpenROAD warning count at 26
* Simple share at 8.300%
* # rows at 145
* EDFF count, synth at 576
* Syn. warnings at 2
* CTS Sinks at 1024
* Max reg flops at 1024
* Comb area leader: AND-OR/OR-AND gates
* Cycle use final at 63.05%
* CTS resizes at 0
* Clock insertion delay at the later pin of the skew report at 0.71 ns
* Post-CTS setup buffer count at 0
* Yosys stat cell total at 3728
* Number of nets with antenna violations after routing at 0
* P&R area growth vs syn at 17.13%
* Vias at 40900
* Post-route DRC at 0
* Power Dens Cells at 91.58 nW/µm²
* Status: finished clean
==> worst paths after layout <==
kind / startpoint / to / slack [ns] / cells past startpoint
min reg2reg: reg_mem[7][11] / reg_mem[7][11] / 0.52 / 1
min in group asynchronous: Reset / reg_mem[3][10] / 3.33 / 1
max reg2reg: reg_mem[8][0] / reg_mem[8][0] / 19.78 / 1
max: ReadRegNum2[1] / ReadData2[31] / 7.65 / 11
min: reg_mem[7][11] / reg_mem[7][11] / 0.52 / 1
max in group asynchronous: Reset / reg_mem[5][17] / 15.57 / 3
==> cell usage after synthesis, types with 27 or more instances <==
cell type	n
a22oi_1	776
edfxtp_1	576
mux2_2	459
dfrtp_1	415
nand2_1	248
nor2_1	177
buf_2	165
nand4_1	92
clkbuf_1	89
a21oi_1	88
nor3_1	73
mux2i_1	53
nand3_1	48
nor4_1	40
dfstp_2	33
buf_1	31
a22o_1	29
o21ai_0	27
==> placed cells by master, fill, tap and decap left out, types with 9 or more instances in the layout <==
| cell type | netlist | final |
|---|---|---|
| and2_1 | 9 | 9 |
| o22ai_1 | 9 | 9 |
| o21ai_0 | 27 | 27 |
| dfrtp_1 | 415 | 415 |
| nand3_1 | 48 | 48 |
| a31oi_1 | 16 | 16 |
| clkdlybuf4s50_1 | 0 | 104 |
| nor3_1 | 73 | 70 |
| nor2_1 | 177 | 118 |
| nand3b_1 | 12 | 12 |
| clkbuf_8 | 0 | 18 |
| edfxtp_1 | 576 | 576 |
| nor4_1 | 40 | 39 |
| dfstp_2 | 33 | 33 |
| clkbuf_16 | 0 | 116 |
| buf_4 | 17 | 215 |
| nand2b_1 | 13 | 12 |
| nand2_1 | 248 | 237 |
| a21oi_1 | 88 | 88 |
| nand2_2 | 1 | 12 |
| nor2_4 | 6 | 75 |
| diode_2 | 0 | 18 |
| a2111oi_0 | 13 | 13 |
| clkbuf_1 | 89 | 31 |
| a22oi_1 | 776 | 776 |
| nand4_1 | 92 | 92 |
| and3_1 | 13 | 10 |
| mux2_2 | 459 | 459 |
| nor2b_1 | 21 | 21 |
| mux2i_1 | 53 | 53 |
| a221oi_1 | 11 | 11 |
| a32oi_1 | 23 | 23 |
| or3_1 | 9 | 9 |
| a222oi_1 | 20 | 20 |
| clkinv_2 | 0 | 16 |
| a22o_1 | 29 | 29 |
==> report_power, final <==
group | switching, µW | internal [µW] | leakage [µW]
clock | 874 | 1150 | 0.00182
sequential | 205 | 2350 | 0.0108
combinational | 303 | 234 | 0.00795
==> logic make-up after synthesis <==
family | count (synthesis)
compound gates | 1069
buf+inv | 309
mux | 517
simple gates | 809
flops | 1024
==> final cells by class <==
class	count	area, µm²	share of cell area [%]
Clock buffer	165	3267	5.855
Inverter	4	15.01	0.02691
Tap cell	2058	2575	4.615
Clock inverter	45	411.6	0.7378
Timing Repair Buffer	328	2725	4.884
Multi-Input combinational cell	2395	18210	32.63
Sequential cell	1024	28550	51.17
Antenna cell	18	45.04	0.08073
==> per-stage QoR <==
| step | instances | power [µW] | setup slack (ns) | hold slack [ns] | utilization (%) |
|---|---|---|---|---|---|
| CTS | 6019 | 5091 | 7.893 | 0.5251 | 35.52 |
| global placement | 5809 | 3093 | 7.993 | 0.5108 | 33.18 |
| floorplan | 3728 | 2761 | 10.93 | 0.4805 | - |
| finish | 6037 | 5110 | 7.650 | 0.5247 | 35.55 |
| detailed placement | 5809 | 3097 | 7.905 | 0.5110 | 33.18 |
| global route | 6022 | 5221 | 7.659 | 0.5426 | 35.53 |
==> per-layer routing <==
metal / share of wire [%] / GRT usage [%] / routed length (µm) / vias to the layer above
li1: - / - / - / 15170
met1: 32 / 36.53 / 83940 / 20060
met2: 40 / 44.16 / 104800 / 4316
met3: 20 / 27.53 / 51320 / 1313
met4: 7.6 / 18.64 / 19770 / 43
met5: 0.45 / 5.947 / 1164 / -
==> critical path, delay by kind of cell <==
family	cells	cell delay, ns
simple gates	3	1.48
buf+inv	5	2.42
compound gates	3	0.80
Power and IR drop assume default switching activity.
